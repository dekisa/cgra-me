==> design.v <==
module ConfigCell(ConfigIn, ConfigOut, Config_Clock, Config_Reset, select);
    parameter size = 1;
    input Config_Clock, Config_Reset, ConfigIn;
    output ConfigOut;
    output [size-1:0] select;
    reg [size-1:0] temp;
    always @(posedge Config_Clock, posedge Config_Reset)
        if (Config_Reset)
            temp = 0;
        else
            begin
                temp = temp >> 1;
                temp[size-1] = ConfigIn;
            end
    assign select = temp;
    assign ConfigOut = temp[0];
endmodule
module externRF1_1(Config_Clock, Config_Reset, ConfigIn, ConfigOut, CGRA_Clock, CGRA_Reset, in0, out0, out1);
    input Config_Clock, Config_Reset, ConfigIn;
    output ConfigOut;
    input CGRA_Clock, CGRA_Reset;
    input [31:0] in0;
    output [31:0] out0;
    output [31:0] out1;
    wire rf_WE0_sig;
    wire rf_WE0_config;
    wire rf_addr_i0_sig;
    wire rf_addr_i0_config;
    wire rf_addr_o0_sig;
    wire rf_addr_o0_config;
    wire rf_addr_o1_sig;
    wire rf_addr_o1_config;
    ConfigCell #(1) rf_WE0 (
        .Config_Clock(Config_Clock),
        .Config_Reset(Config_Reset),
        .ConfigIn(ConfigIn),
        .ConfigOut(rf_WE0_config),
        .select(rf_WE0_sig));
    ConfigCell #(1) rf_addr_i0 (
        .Config_Clock(Config_Clock),
        .Config_Reset(Config_Reset),
        .ConfigIn(rf_WE0_config),
        .ConfigOut(rf_addr_i0_config),
        .select(rf_addr_i0_sig));
    ConfigCell #(1) rf_addr_o0 (
        .Config_Clock(Config_Clock),
        .Config_Reset(Config_Reset),
        .ConfigIn(rf_addr_i0_config),
        .ConfigOut(rf_addr_o0_config),
        .select(rf_addr_o0_sig));
    ConfigCell #(1) rf_addr_o1 (
        .Config_Clock(Config_Clock),
        .Config_Reset(Config_Reset),
        .ConfigIn(rf_addr_o0_config),
        .ConfigOut(rf_addr_o1_config),
        .select(rf_addr_o1_sig));
    registerFile_1in_2out_32b #(1, 32) rf(
        .CGRA_Clock(CGRA_Clock),
        .CGRA_Reset(CGRA_Reset),
        .WE0(rf_WE0_sig),
        .address_in0(rf_addr_i0_sig),
        .address_out0(rf_addr_o0_sig),
        .address_out1(rf_addr_o1_sig),
        .in0(in0),
        .out0(out0),
        .out1(out1));
    assign ConfigOut = rf_addr_o1_config;
endmodule
module registerFile_1in_2out_32b(CGRA_Clock, CGRA_Reset, WE0, address_in0, address_out0, address_out1, in0, out0, out1);
    parameter log2regs = 1;
    parameter size = 32;
    input CGRA_Clock, CGRA_Reset;
    input WE0;
    input [log2regs-1:0] address_in0;
    input [log2regs-1:0] address_out0;
    input [log2regs-1:0] address_out1;
    input [size-1:0] in0;
    output reg [size-1:0] out0;
    output reg [size-1:0] out1;
    reg [size-1:0] register[2**log2regs-1:0];
    always@(posedge CGRA_Clock, posedge CGRA_Reset)
        if(CGRA_Reset)
            begin : RESET
                integer i;
                for (i = 0; i < 2**log2regs; i = i+1)
                    register[i] = 0;
            end
        else
            begin
                out0 = register[address_out0];
                out1 = register[address_out1];
                if(WE0)
                    register[address_in0] = in0;
            end
endmodule
==> run.sh <==
#!/bin/bash
# OpenROAD 26Q1-2900-gdf79404cd8, Yosys 0.63+post, stock flow scripts
make -C /OpenROAD-flow-scripts/flow DESIGN_CONFIG=/design/flow/config.mk WORK_HOME=/design/flow/orfs finish
==> config.mk <==
export PLATFORM = sky130hd
export DESIGN_NAME = externRF1_1
export DESIGN_NICKNAME = externRF1_1
export VERILOG_FILES = /design/flow/design.v
export SDC_FILE = /design/flow/constraint.sdc
export NUM_CORES = 4
export LEC_CHECK = 1
export CORE_UTILIZATION = 40
==> constraint.sdc <==
current_design externRF1_1

set clk_period 3.4
set clk_io_pct 0.2

create_clock -name clk0 -period $clk_period [get_ports {CGRA_Clock}]
create_clock -name clk1 -period $clk_period [get_ports {Config_Clock}]

set non_clock_inputs [all_inputs -no_clocks]
set_input_delay [expr $clk_period * $clk_io_pct] -clock clk0 $non_clock_inputs
set_output_delay [expr $clk_period * $clk_io_pct] -clock clk0 [all_outputs]
==> qor.yml <==
outcome:
  outcome: "finished clean"
floorplan:
  core_sq_um: 12700
  ios: 102
  fp_util_pct: 41.3
  die_y_um: 117
  chipArea_sq_um: 13600
  rows: 41
  fp.dieW_um: 117
routing:
  detail-route-antenna-nets: 0
  firstDrtPassIters: 4
  routedWlPerCell_um: 16.4
  drt-vias-per-instance: 4.74
  diodes: 0
  wl_um: 9500
  drcViolationCount: 0
  drt_iter0_markers: 118
  via_count: 2742
worst_setup_path:
  critical-path-top-delay-family: "buffers and inverters"
  worstSetupPathType: "input pin to flop"
  crit_fanout: 48
  start_kind: "input pin"
  reg2reg_from: "rf_addr_i0.temp"
  end_kind: "flop"
  path_buffers: 3
  worstPathArrival_ps: 2250
  slowest_delay_ps: 580
  cp_cell_sequence: "clkdlybuf4s50_1 -> clkinvlp_4 -> buf_12"
  crit_path_start: "CGRA_Reset"
  required_ps: 3530
  cp_slowest_cell: "clkinvlp_4"
power_and_ir_drop:
  p_sw_share_pct: 19.3
  power_frac_comb_pct: 11.4
  p_leak_uw: 0.00275
  internal_power_uw: 3690
  ir_worst_vdd_mv: 0.565
  pwr_density_cell_nw_per_um2: 643
  clkPwrFrac_pct: 44.0
  p_sw_uw: 881
  seqPwrFrac_pct: 44.5
  power.total_uw: 4570
sta:
  final.setup.tns_ps: 0
  fin_worst_skew_ps: 7.77
  finalSetupViolations: 0
  tightest_slew_ps: 707
  rsz0062_at_grt: "false"
  relSlewSlack_pct: 52.8
  hold_viol: 0
  slew_violations: 0
grt:
  antenna_found_initial: 0
  overflow: 0
  grt_pass1_vias: 2718
  grt_max_degree: 49
  grt_usage_pct: 15.5
  grt_pass1_wl_um: 14700
final_layout:
  regArea_sq_um: 3630
  drive_above_1_share_pct: 40.5
  area.combinational_sq_um: 1500
  final_cells: 579
  fill_cells: 1034
  area_delta_synth_final_pct: 35.4
yosys:
  synthAoiAreaFrac_pct: 0
  syn_area_sq_um: 5250
  synth_adder_area_share_pct: 0
  xor_share_pct: 0
  largest_area_cell: "edfxtp_1"
  ys_cells: 279
  synth_flops: 132
  ys_warn_count: 3
  ys_sh_simple_pct: 0.191
  top_cells_by_area: "edfxtp_1 37%, dfrtp_1 32%, mux2_2 24%, mux2_4 2.9%, buf_6 1.5%"
  synth_cell_types: 11
  synth_seq_share_pct: 69.0
  synth_cells: 279
  synth_top_area_share_pct: 36.6
  synth_area_per_cell_sq_um: 18.8
  top_logic_kind: "multiplexers"
  yosys_area_sq_um: 5250
  mux_area_share_pct: 28.2
place:
  dp_hpwl_um: 5610
  port-buffer-count: 100
  gp_routability_congestion: 0.756
  dpl.cell_count: 543
worst_hold_path:
  hold_class: "flop to flop"
  min_from: "rf_WE0.temp"
clocking:
  clk_pin_slew_ps: 50
  cts_sinks: 132
  cts_tree: "yes"
  cts.repair.resized: 0
  hold_buffers: 0
  cts_setup_buffers: 0
job:
  drv_cap: 0
  warning_count: 26
power by group through the flow:
| stage | registers (uW) | logic [uW] | clock network (uW) |
|---|---|---|---|
| 6_report | 2040 | 523 | 2010 |
| 5_1_grt | 2060 | 572 | 2140 |
| 4_1_cts | 2040 | 533 | 2060 |
per-stage QoR:
| step | utilization, % | setup WS, ps | hold WS, ps | cell area (sq um) |
|---|---|---|---|---|
| after floorplan | - | 372 | 352 | 5260 |
| after global placement | 50.5 | 872 | 415 | 6430 |
| after detailed placement | 50.5 | 861 | 418 | 6430 |
| after CTS | 55.9 | 1300 | 426 | 7110 |
| after global routing | 55.9 | 1180 | 428 | 7110 |
| final | 55.9 | 1280 | 428 | 7110 |
cell usage after synthesis:
library cell  number
mux2_4            10
mux2_1             4
nand2_1            1
buf_6              7
clkbuf_1           2
edfxtp_1          64
dfrtp_1           68
buf_4              6
nor2b_1            1
inv_1              2
mux2_2           114
per-layer routing:
layer | global-route usage (%) | share of wire (%)
met5 | 0 | 0
met4 | 2.11 | 1.1
met3 | 5.81 | 7.7
met2 | 21.9 | 46
met1 | 25.2 | 45
cell type report:
cell class	count	share of cell area [%]
Timing Repair Buffer	107	15.2
Inverter	2	0.158
Multi-Input combinational cell	130	21.1
Tap cell	172	3.03
Sequential cell	132	51.0
Clock buffer	30	8.13
Clock inverter	6	1.46
logic make-up (layout without fill, tap and decap cells):
family / Yosys count / in the layout
buffers and inverters: 17 / 145
DFF: 132 / 132
muxes: 128 / 128
and+or+nand+nor: 2 / 2
path summary, 6_finish.rpt:
| kind | cells past startpoint | slack (ps) | end |
|---|---|---|---|
| max | 3 | 1280 | rf.out1[9] |
| min | 0 | 430 | rf_addr_i0.temp |
| max reg2reg | 3 | 1850 | rf.register[1][26] |
| min reg2reg | 0 | 430 | rf_addr_i0.temp |
| max in group asynchronous | 3 | 1980 | rf.register[0][10] |
| max in group clk1 | 1 | 2420 | rf_WE0.temp |
| min in group clk0 | 1 | 520 | rf.register[1][18] |
| min in group asynchronous | 2 | 650 | rf_addr_o1.temp |
state kept, by name, indices dropped and copies added, names as in the netlist:
| register | flops |
|---|---|
| rf_WE0.temp | 1 |
| rf_addr_i0.temp | 1 |
| rf.out1 | 32 |
| rf.out0 | 32 |
| rf_addr_o1.temp | 1 |
| rf_addr_o0.temp | 1 |
| rf.register | 64 |
placed cells by master, fill, tap and decap left out, drive strengths merged:
cell / Yosys / routed
mux2: 128 / 128
nor2b: 1 / 1
edfxtp: 64 / 64
dfrtp: 68 / 68
inv: 2 / 1
clkinv: 0 / 3
clkbuf: 2 / 30
clkdlybuf4s50: 0 / 100
clkinvlp: 0 / 1
buf: 13 / 7
nand2: 1 / 1
bufinv: 0 / 3
Power and IR drop assume default switching activity.
