<file path="/design/flow/design.v">
module ConfigCell(ConfigIn, ConfigOut, Config_Clock, Config_Reset, select);
    parameter size = 1;
    input Config_Clock, Config_Reset, ConfigIn;
    output ConfigOut;
    output [size-1:0] select;
    reg [size-1:0] temp;
    always @(posedge Config_Clock, posedge Config_Reset)
        if (Config_Reset)
            temp = 0;
        else
            begin
                temp = temp >> 1;
                temp[size-1] = ConfigIn;
            end
    assign select = temp;
    assign ConfigOut = temp[0];
endmodule
module globalRF(Config_Clock, Config_Reset, ConfigIn, ConfigOut, CGRA_Clock, CGRA_Reset, in0, in1, in2, in3, out0, out1, out2, out3, out4, out5, out6, out7);
    input Config_Clock, Config_Reset, ConfigIn;
    output ConfigOut;
    input CGRA_Clock, CGRA_Reset;
    input [31:0] in0;
    input [31:0] in1;
    input [31:0] in2;
    input [31:0] in3;
    output [31:0] out0;
    output [31:0] out1;
    output [31:0] out2;
    output [31:0] out3;
    output [31:0] out4;
    output [31:0] out5;
    output [31:0] out6;
    output [31:0] out7;
    wire rf_WE0_sig;
    wire rf_WE0_config;
    wire rf_WE1_sig;
    wire rf_WE1_config;
    wire rf_WE2_sig;
    wire rf_WE2_config;
    wire rf_WE3_sig;
    wire rf_WE3_config;
    wire [2:0] rf_addr_i0_sig;
    wire rf_addr_i0_config;
    wire [2:0] rf_addr_i1_sig;
    wire rf_addr_i1_config;
    wire [2:0] rf_addr_i2_sig;
    wire rf_addr_i2_config;
    wire [2:0] rf_addr_i3_sig;
    wire rf_addr_i3_config;
    wire [2:0] rf_addr_o0_sig;
    wire rf_addr_o0_config;
    wire [2:0] rf_addr_o1_sig;
    wire rf_addr_o1_config;
    wire [2:0] rf_addr_o2_sig;
    wire rf_addr_o2_config;
    wire [2:0] rf_addr_o3_sig;
    wire rf_addr_o3_config;
    wire [2:0] rf_addr_o4_sig;
    wire rf_addr_o4_config;
    wire [2:0] rf_addr_o5_sig;
    wire rf_addr_o5_config;
    wire [2:0] rf_addr_o6_sig;
    wire rf_addr_o6_config;
    wire [2:0] rf_addr_o7_sig;
    wire rf_addr_o7_config;
    ConfigCell #(1) rf_WE0 (
        .Config_Clock(Config_Clock),
        .Config_Reset(Config_Reset),
        .ConfigIn(ConfigIn),
        .ConfigOut(rf_WE0_config),
        .select(rf_WE0_sig));
    ConfigCell #(1) rf_WE1 (
        .Config_Clock(Config_Clock),
        .Config_Reset(Config_Reset),
        .ConfigIn(rf_WE0_config),
        .ConfigOut(rf_WE1_config),
        .select(rf_WE1_sig));
    ConfigCell #(1) rf_WE2 (
        .Config_Clock(Config_Clock),
        .Config_Reset(Config_Reset),
        .ConfigIn(rf_WE1_config),
        .ConfigOut(rf_WE2_config),
        .select(rf_WE2_sig));
    ConfigCell #(1) rf_WE3 (
        .Config_Clock(Config_Clock),
        .Config_Reset(Config_Reset),
        .ConfigIn(rf_WE2_config),
        .ConfigOut(rf_WE3_config),
        .select(rf_WE3_sig));
    ConfigCell #(3) rf_addr_i0 (
        .Config_Clock(Config_Clock),
        .Config_Reset(Config_Reset),
        .ConfigIn(rf_WE3_config),
        .ConfigOut(rf_addr_i0_config),
        .select(rf_addr_i0_sig));
    ConfigCell #(3) rf_addr_i1 (
        .Config_Clock(Config_Clock),
        .Config_Reset(Config_Reset),
        .ConfigIn(rf_addr_i0_config),
        .ConfigOut(rf_addr_i1_config),
        .select(rf_addr_i1_sig));
    ConfigCell #(3) rf_addr_i2 (
        .Config_Clock(Config_Clock),
        .Config_Reset(Config_Reset),
        .ConfigIn(rf_addr_i1_config),
        .ConfigOut(rf_addr_i2_config),
        .select(rf_addr_i2_sig));
    ConfigCell #(3) rf_addr_i3 (
        .Config_Clock(Config_Clock),
        .Config_Reset(Config_Reset),
        .ConfigIn(rf_addr_i2_config),
        .ConfigOut(rf_addr_i3_config),
        .select(rf_addr_i3_sig));
    ConfigCell #(3) rf_addr_o0 (
        .Config_Clock(Config_Clock),
        .Config_Reset(Config_Reset),
        .ConfigIn(rf_addr_i3_config),
        .ConfigOut(rf_addr_o0_config),
        .select(rf_addr_o0_sig));
    ConfigCell #(3) rf_addr_o1 (
        .Config_Clock(Config_Clock),
        .Config_Reset(Config_Reset),
        .ConfigIn(rf_addr_o0_config),
        .ConfigOut(rf_addr_o1_config),
        .select(rf_addr_o1_sig));
    ConfigCell #(3) rf_addr_o2 (
        .Config_Clock(Config_Clock),
        .Config_Reset(Config_Reset),
        .ConfigIn(rf_addr_o1_config),
        .ConfigOut(rf_addr_o2_config),
        .select(rf_addr_o2_sig));
    ConfigCell #(3) rf_addr_o3 (
        .Config_Clock(Config_Clock),
        .Config_Reset(Config_Reset),
        .ConfigIn(rf_addr_o2_config),
        .ConfigOut(rf_addr_o3_config),
        .select(rf_addr_o3_sig));
    ConfigCell #(3) rf_addr_o4 (
        .Config_Clock(Config_Clock),
        .Config_Reset(Config_Reset),
        .ConfigIn(rf_addr_o3_config),
        .ConfigOut(rf_addr_o4_config),
        .select(rf_addr_o4_sig));
    ConfigCell #(3) rf_addr_o5 (
        .Config_Clock(Config_Clock),
        .Config_Reset(Config_Reset),
        .ConfigIn(rf_addr_o4_config),
        .ConfigOut(rf_addr_o5_config),
        .select(rf_addr_o5_sig));
    ConfigCell #(3) rf_addr_o6 (
        .Config_Clock(Config_Clock),
        .Config_Reset(Config_Reset),
        .ConfigIn(rf_addr_o5_config),
        .ConfigOut(rf_addr_o6_config),
        .select(rf_addr_o6_sig));
    ConfigCell #(3) rf_addr_o7 (
        .Config_Clock(Config_Clock),
        .Config_Reset(Config_Reset),
        .ConfigIn(rf_addr_o6_config),
        .ConfigOut(rf_addr_o7_config),
        .select(rf_addr_o7_sig));
    registerFile_4in_8out_32b #(3, 32) rf(
        .CGRA_Clock(CGRA_Clock),
        .CGRA_Reset(CGRA_Reset),
        .WE0(rf_WE0_sig),
        .WE1(rf_WE1_sig),
        .WE2(rf_WE2_sig),
        .WE3(rf_WE3_sig),
        .address_in0(rf_addr_i0_sig),
        .address_in1(rf_addr_i1_sig),
        .address_in2(rf_addr_i2_sig),
        .address_in3(rf_addr_i3_sig),
        .address_out0(rf_addr_o0_sig),
        .address_out1(rf_addr_o1_sig),
        .address_out2(rf_addr_o2_sig),
        .address_out3(rf_addr_o3_sig),
        .address_out4(rf_addr_o4_sig),
        .address_out5(rf_addr_o5_sig),
        .address_out6(rf_addr_o6_sig),
        .address_out7(rf_addr_o7_sig),
        .in0(in0),
        .in1(in1),
        .in2(in2),
        .in3(in3),
        .out0(out0),
        .out1(out1),
        .out2(out2),
        .out3(out3),
        .out4(out4),
        .out5(out5),
        .out6(out6),
        .out7(out7));
    assign ConfigOut = rf_addr_o7_config;
endmodule
module registerFile_4in_8out_32b(CGRA_Clock, CGRA_Reset, WE0, WE1, WE2, WE3, address_in0, address_in1, address_in2, address_in3, address_out0, address_out1, address_out2, address_out3, address_out4, address_out5, address_out6, address_out7, in0, in1, in2, in3, out0, out1, out2, out3, out4, out5, out6, out7);
    parameter log2regs = 3;
    parameter size = 32;
    input CGRA_Clock, CGRA_Reset;
    input WE0;
    input WE1;
    input WE2;
    input WE3;
    input [log2regs-1:0] address_in0;
    input [log2regs-1:0] address_in1;
    input [log2regs-1:0] address_in2;
    input [log2regs-1:0] address_in3;
    input [log2regs-1:0] address_out0;
    input [log2regs-1:0] address_out1;
    input [log2regs-1:0] address_out2;
    input [log2regs-1:0] address_out3;
    input [log2regs-1:0] address_out4;
    input [log2regs-1:0] address_out5;
    input [log2regs-1:0] address_out6;
    input [log2regs-1:0] address_out7;
    input [size-1:0] in0;
    input [size-1:0] in1;
    input [size-1:0] in2;
    input [size-1:0] in3;
    output reg [size-1:0] out0;
    output reg [size-1:0] out1;
    output reg [size-1:0] out2;
    output reg [size-1:0] out3;
    output reg [size-1:0] out4;
    output reg [size-1:0] out5;
    output reg [size-1:0] out6;
    output reg [size-1:0] out7;
    reg [size-1:0] register[2**log2regs-1:0];
    always@(posedge CGRA_Clock, posedge CGRA_Reset)
        if(CGRA_Reset)
            begin : RESET
                integer i;
                for (i = 0; i < 2**log2regs; i = i+1)
                    register[i] = 0;
            end
        else
            begin
                out0 = register[address_out0];
                out1 = register[address_out1];
                out2 = register[address_out2];
                out3 = register[address_out3];
                out4 = register[address_out4];
                out5 = register[address_out5];
                out6 = register[address_out6];
                out7 = register[address_out7];
                if(WE0)
                    register[address_in0] = in0;
                if(WE1)
                    register[address_in1] = in1;
                if(WE2)
                    register[address_in2] = in2;
                if(WE3)
                    register[address_in3] = in3;
            end
endmodule
</file>
<file path="/design/flow/run.sh">
#!/bin/bash
# OpenROAD 26Q1-2900-gdf79404cd8, Yosys 0.63+post, stock flow scripts
make -C /OpenROAD-flow-scripts/flow DESIGN_CONFIG=/design/flow/config.mk WORK_HOME=/design/flow/orfs finish
</file>
<file path="/design/flow/config.mk">
export PLATFORM = sky130hd
export DESIGN_NAME = globalRF
export DESIGN_NICKNAME = globalRF
export VERILOG_FILES = /design/flow/design.v
export SDC_FILE = /design/flow/constraint.sdc
export NUM_CORES = 4
export LEC_CHECK = 1
export CORE_UTILIZATION = 40
</file>
<file path="/design/flow/constraint.sdc">
current_design globalRF

set clk_period 7.5
set clk_io_pct 0.2

create_clock -name clk0 -period $clk_period [get_ports {CGRA_Clock}]
create_clock -name clk1 -period $clk_period [get_ports {Config_Clock}]

set non_clock_inputs [all_inputs -no_clocks]
set_input_delay [expr $clk_period * $clk_io_pct] -clock clk0 $non_clock_inputs
set_output_delay [expr $clk_period * $clk_io_pct] -clock clk0 [all_outputs]
</file>
==> results.txt <==
The run has ended; figures from its reports follow.

The area of the synthesized netlist per yosys stat is roughly 40000 um^2. The share of layout cells above drive strength 1 is 0.108. The final antenna-violating net count came out at 0. In this run the layout overhead on the synthesized area is reported as 14.4%. The number of buffers and inverters on the critical path came out at 4.

Traced cell by cell, the critical path runs through clkdlybuf4s50_1 > clkinvlp_4 > buf_4 > buf_12. The per-cell via count in the routed design is 7.11. According to the floorplan report, the total die area is a little over 100000 um^2.

The worst hold slack is 0.526 ns. The area of the core is slightly above 100000 um^2. The cell count listed in synth_stat.txt is 4400. The number of max-slew violations in the final report is 0. The number of unique standard cell types used by synthesis came out at roughly 56.

The number of antenna violations at the first check in global routing is 17. The row count is about 120. Port buffering added just under 400 buffers.

The most frequent standard cell in the layout excluding fill and tap cells is nor2_1. The max-capacitance violation count came out at 0. The sum of overflow across all layers after global routing came out at 0. The top cell type's share of synthesized area came out at 0.188.

The script logs the mean routed wire length per placed instance as roughly 37 um. The instance tally after logic synthesis is 4400. Fill cells in the final layout number about 9400.

The average size of a mapped cell is around 9.3 um^2. Detailed placement ended at an HPWL of between 100000 and 150000 um. The largest area contributor in the synthesized netlist is edfxtp_1. The startpoint kind of the worst setup timing path is an input port.

In this run the worst hold path is classified as reg -> reg. The clock transition at the register clock pins on the worst setup and hold paths after CTS is 0.08 ns. The flow ran to the end, and the final reports show no timing, DRC or antenna violations. The register-to-register setup slack came out at between 4 and 5 ns. The number of standard cells in the final layout excluding fillers is between 5000 and 6000. The share of flip-flops with an asynchronous set or reset after synthesis is 0.536.

Checking max transition, the worst relative margin is 0.241. The stage logs contain a warning count of 30. The main flop type is dfrtp_1. The final layout contains routed wiring with a total length of between 200000 and 250000 um. The count of endpoints failing setup in the final report is 0. The worst endpoint required time came out at about 7.8 ns.

Total global-route track usage over all layers is 0.417. The final hold violation count came out at 0. The pin count of the biggest net entering global routing is ~120. The count of hold buffers inserted by post-cts repair came out at 0. By startpoint and endpoint, the worst setup path is classified as in -> reg. The OpenROAD report gives the critical path a data arrival time of 3.69 ns. The detailed router placed a little over 40000 vias in this run. The maximum resistive drop on vdd is about 170 uV. The horizontal die dimension is between 300 and 400 um. The static leakage came out at 18.1 nW. The count of state elements after synthesis is between 500 and 600.

Broken down by cell family, the worst path's largest delay share belongs to buffers and inverters. Once the clock tree was built, the setup fixing pass inserted 0 buffers. The share of the core filled with cells came out at 0.461. The worst clock skew came out at slightly below 0.05 ns. Per the detailed placement report, the placed cell area equals about 45000 um^2. The summed area of non-filler cells in the final layout came out at approximately 47000 um^2.

For this design the top-level I/O count stands at 390. STA lists the maximum fanout along the critical path as roughly 120. Ranking logic cells in the layout by count gives the top entries nor2_1 (674), mux2i_1 (488), clkdlybuf4s50_1 (388). Setup repair after global routing left no endpoint under its margin. After layout, the design draws a total of 11.9 mW. The core utilization at floorplan is 0.403. Looking at the max-slew report, the worst-margin pin has a slew of 1.14 ns. The detailed placer reported the number of placed instances as ~5600.

TritonCTS built the clock tree. The height of the die came out at about 320 um. STA classifies the critical path endpoint as a flip-flop. The slowest cell on the critical path is clkinvlp_4. The main area contributors are edfxtp_1 (19%), dfrtp_1 (18%), mux2i_1 (12%).

The first global-routing pass estimated approximately 300000 um of wire. The post-route DRC violation count is 0. Per Yosys stat, the portion of area used by sequential elements is 0.368.

The final estimated routing congestion in global placement is about 1.1. The first detailed-routing pass ran for 8 iterations. The synthesized netlist occupies a cell area of about 40000 um^2. The clock sink count came out at ~550. Once the clock tree was built, the resizer swapped 0 gates to a different size. Dividing total power by cell area gives a power density of around 250 nW/um^2. The warning tally printed by Yosys for this design is 4.

The number of global-route vias before repair came out at 37900. The peak per-stage delay on the critical path is approximately 0.64 ns. The number of synthesized flops with an enable pin is between 200 and 300. The number of DRC violations after detailed-routing iteration 0 came out at roughly 5400.
-- state kept, by name, indices dropped and copies added, names as in the netlist, 3 cells and up --
signal           cells
rf.out3             32
rf_addr_o7.temp      3
rf.out1             32
rf.out2             32
rf_addr_o6.temp      3
rf_addr_o2.temp      3
rf.register        256
rf.out6             32
rf.out5             32
rf_addr_o1.temp      3
rf_addr_o0.temp      3
rf_addr_i3.temp      3
rf_addr_i2.temp      3
rf_addr_o4.temp      3
rf.out0             32
rf.out4             32
rf.out7             32
rf_addr_o3.temp      3
rf_addr_o5.temp      3
rf_addr_i0.temp      3
rf_addr_i1.temp      3
-- cell usage after synthesis (7+ instances only) --
master / instances
o22a_1: 50
o22ai_1: 373
o21ai_0: 16
o32a_1: 32
mux2_2: 36
nand2_1: 117
a221o_1: 18
mux2i_1: 488
nor2_1: 674
buf_1: 205
clkbuf_2: 20
nand4b_1: 9
o2bb2ai_1: 24
and3_1: 8
edfxtp_1: 256
nand2b_1: 52
buf_2: 90
or2_2: 8
a221oi_2: 30
a211o_1: 43
a22oi_1: 86
nor2b_1: 105
inv_1: 70
a221oi_1: 348
a22o_1: 79
a21oi_1: 246
mux4_2: 110
o221a_2: 15
nand3_1: 7
clkbuf_1: 403
dfrtp_1: 296
-- logic make-up (layout without fill, tap and decap cells) --
family / count (synthesis) / count (layout) / share of synthesized area
multiplexers: 634 / 634 / 0.189
AND/OR/NAND/NOR: 1018 / 1018 / 0.109
buffers and inverters: 795 / 697 / 0.0771
other: 0 / 9 / 0
flip-flops: 552 / 552 / 0.368
AND-OR/OR-AND: 1401 / 1401 / 0.256
-- worst paths after layout --
| check | end | depth (start not counted) | startpoint |
|---|---|---|---|
| worst min register to register | rf.out4[28]$_DFFE_PN_ | 2 | rf_addr_o4.temp[1]$_DFF_PP0_ |
| worst max register to register | rf.out1[8]$_DFFE_PN_ | 5 | rf_addr_o1.temp[1]$_DFF_PP0_ |
| min in group asynchronous | rf_addr_i2.temp[0]$_DFF_PP0_ | 3 | Config_Reset |
| worst min-delay path | rf.out4[28]$_DFFE_PN_ | 2 | rf_addr_o4.temp[1]$_DFF_PP0_ |
| max in group asynchronous | rf.register[1][11]$_DFF_PP0_ | 4 | CGRA_Reset |
| min in group clk1 | rf_addr_i3.temp[1]$_DFF_PP0_ | 0 | rf_addr_i3.temp[2]$_DFF_PP0_ |
| max in group clk1 | rf_addr_o3.temp[2]$_DFF_PP0_ | 1 | rf_addr_o2.temp[0]$_DFF_PP0_ |
| worst max-delay path | rf.out7[19]$_DFFE_PN_ | 4 | CGRA_Reset |
-- worst register-to-register path: stages, from the launching register on --
cell and delay (ns):
dfrtp_2 0.72, buf_4 0.55, nand2b_1 0.67, nor2_1 0.11, a221oi_1 0.91, nor2_1 0.14
-- power breakdown --
group | internal, mW | total [mW] | switching (mW)
Clock | 1.83 | 3.22 | 1.38
Sequential | 3.74 | 5.39 | 1.65
Combinational | 1.66 | 3.29 | 1.63
Total | 7.23 | 11.9 | 4.66
-- per-stage QoR --
stage	TNS, ns	worst slack [ns]
after floorplan	-813.06	-2.44
after global placement	0	3.48
after detailed placement	0	3.43
after CTS	0	4.12
after global routing	0	4.01
final	0	4.07
-- per-layer routing --
| metal | routed length, um | vias to the layer above | share of wire | track usage |
|---|---|---|---|---|
| li1 | - | 16500 | - | - |
| met1 | 76800 | 19500 | 0.36 | 0.557 |
| met2 | 83600 | 3706 | 0.40 | 0.544 |
| met3 | 39400 | 661 | 0.19 | 0.278 |
| met4 | 10400 | 26 | 0.049 | 0.151 |
| met5 | 394 | - | 0.0019 | 0.0194 |
-- layout make-up --
type                       instances  area [um^2]  share of cell area
multi-input combinational       3053        22800               0.487
sequential                       552        15100               0.323
timing repair buffer             515         4850               0.103
tap                             1368         1710              0.0365
clock buffer                      83         1700              0.0362
clock inverter                    28          373             0.00795
inverter                          71          270             0.00576
antenna                            9         22.5            0.000480
No activity file was given, so power comes from the tool's default toggle rates.
