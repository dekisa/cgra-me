--- ./config.mk ---
export PLATFORM = sky130hd
export DESIGN_NAME = IO
export DESIGN_NICKNAME = IO
export VERILOG_FILES = /design/flow/design.v
export SDC_FILE = /design/flow/constraint.sdc
export NUM_CORES = 4
export LEC_CHECK = 1
export CORE_UTILIZATION = 50
--- ./constraint.sdc ---
current_design IO

set clk_period 1.0
set clk_io_pct 0.2

create_clock -name clk0 -period $clk_period [get_ports {CGRA_Clock}]
create_clock -name clk1 -period $clk_period [get_ports {Config_Clock}]

set non_clock_inputs [all_inputs -no_clocks]
set_input_delay [expr $clk_period * $clk_io_pct] -clock clk0 $non_clock_inputs
set_output_delay [expr $clk_period * $clk_io_pct] -clock clk0 [all_outputs]
--- ./design.v ---
module ConfigCell(ConfigIn, ConfigOut, Config_Clock, Config_Reset, select);
    parameter size = 1;
    input Config_Clock, Config_Reset, ConfigIn;
    output ConfigOut;
    output [size-1:0] select;
    reg [size-1:0] temp;
    always @(posedge Config_Clock, posedge Config_Reset)
        if (Config_Reset)
            temp = 0;
        else
            begin
                temp = temp >> 1;
                temp[size-1] = ConfigIn;
            end
    assign select = temp;
    assign ConfigOut = temp[0];
endmodule
module IO(Config_Clock, Config_Reset, ConfigIn, ConfigOut, CGRA_Clock, CGRA_Reset, bidir, in, out);
    input Config_Clock, Config_Reset, ConfigIn;
    output ConfigOut;
    input CGRA_Clock, CGRA_Reset;
    inout [31:0] bidir;
    input [31:0] in;
    output [31:0] out;
    wire io_config;
    io_32b #(32) io(
        .Config_Clock(Config_Clock),
        .Config_Reset(Config_Reset),
        .ConfigIn(ConfigIn),
        .ConfigOut(io_config),
        .CGRA_Clock(CGRA_Clock),
        .CGRA_Reset(CGRA_Reset),
        .bidir(bidir),
        .in(in),
        .out(out));
    assign ConfigOut = io_config;
endmodule
module io_32b(Config_Clock, Config_Reset, ConfigIn, ConfigOut, CGRA_Clock, CGRA_Reset, bidir, in, out);
    parameter size = 32;
    input Config_Clock, Config_Reset, ConfigIn;
    output ConfigOut;
    input CGRA_Clock, CGRA_Reset;
    inout [size-1:0] bidir;
    input [size-1:0] in;
    output [size-1:0] out;
    wire OEConfig_sig;
    wire OEConfig_config;
    wire [31:0] reg_in_out_sig;
    ConfigCell #(1) OEConfig (
        .Config_Clock(Config_Clock),
        .Config_Reset(Config_Reset),
        .ConfigIn(ConfigIn),
        .ConfigOut(OEConfig_config),
        .select(OEConfig_sig));
    tristate_32b #(size) OE(
        .enable(OEConfig_sig),
        .in(reg_in_out_sig),
        .out(bidir));
    register_32b #(size) reg_in(
        .CGRA_Clock(CGRA_Clock),
        .CGRA_Reset(CGRA_Reset),
        .in(in),
        .out(reg_in_out_sig));
    register_32b #(size) reg_out(
        .CGRA_Clock(CGRA_Clock),
        .CGRA_Reset(CGRA_Reset),
        .in(bidir),
        .out(out));
    assign ConfigOut = OEConfig_config;
endmodule
module register_32b(CGRA_Clock, CGRA_Reset, in, out);
    parameter size = 32;
    input CGRA_Clock, CGRA_Reset;
    input [size-1:0] in;
    output reg [size-1:0] out;
    always @(posedge CGRA_Clock, posedge CGRA_Reset)
        if (CGRA_Reset == 1)
            out <= 0;
        else
            out <= in;
endmodule
module tristate_32b(enable, in, out);
    parameter size = 32;
    input enable;
    input [size-1:0] in;
    output [size-1:0] out;
    assign out = enable ? in : {size{1'bZ}};
endmodule
--- ./run.sh ---
#!/bin/bash
# OpenROAD 26Q1-2900-gdf79404cd8, Yosys 0.63+post, stock flow scripts
make -C /OpenROAD-flow-scripts/flow DESIGN_CONFIG=/design/flow/config.mk WORK_HOME=/design/flow/orfs finish
==> impl_metrics.yaml <==
# implementation run metrics
outcome:
  status: "complete, but fails checks"
  violations: "negative hold slack, negative setup slack"
synth:
  topCellsByArea: "dfrtp_1 (100%), inv_1 (0.46%)"
  top_cells_by_count: "dfrtp_1 (65), inv_1 (2)"
  synth_flops: 65
  synth_area_um2: 1630
  xor_share: 0
  synth_cell_types: 2
  yosys_cells: 67
  yosysTopAreaCell: "dfrtp_1"
  ys_chip_area_um2: 1630
  ys_sh_simple: 0
  top_logic_kind: "buffers and inverters"
  netlist_instances: 67
  yosysWarnings: 3
  aoi_share: 0
  synthArstFlopShare: 1.00
  seq_area_frac_synth: 0.995
  fa_ha_area_frac: 0
  synth-edff-count: 0
  syn_area_per_cell_um2: 24.4
  top_area_frac: 0.995
  ys.flop_type: "dfrtp_1"
  ys_sh_mux: 0
  synth.most_common_cell: "dfrtp_1"
power:
  powerDensity_nw_per_um2: 1940
  internal_power_mw: 3.91
  clkPwrFrac: 0.359
  p_sw_frac: 0.187
  p_total_mw: 4.81
  p_switching_mw: 0.898
  p_leak_nw: 1.18
  power_frac_comb: 0.059
  seqPwrFrac: 0.582
  ir_drop_v: 0.00149
timing:
  max-slew-margin-rel: 0.867
  worst_pin_slew_ns: 0.200
  skew_ns: 0.0101
  maxSlewViolCount: 0
  setup_ws_ns: -0.0676
  hold_ws_ns: -0.137
  final-setup-viol-count: 32
  rsz0062_at_grt: "yes"
  final_hold_viol_count: 29
critical_path:
  rrSetupSlack_ns: 0.27
  critPathMaxStageDelay_ns: 0.38
  reg2reg_to: "io.reg_out.out[15]"
  cp_data_required_time_ns: 0.80
  reg2reg_from: "bidir[15]"
  cp_num_buf_inv: 1
  worstPathMaxFanout: 1
  critical_path.cell_chain: "buf_2"
  cp_top_family: "flip-flops"
  criticalPathCategory: "flip-flop to primary output"
  cp-end-kind: "primary output"
  cp.arrival_ns: 0.87
  crit_slowest_cell: "dfrtp_1"
  reg2reg_depth: 2
  cp-start-kind: "flip-flop"
global_route:
  grt_usage: 0.179
  grt_max_degree: 41
  grt_pass1_vias: 871
  grt_first_pass_wirelength_mm: 4.11
  grt_overflow_total: 0
  antenna_found_initial: 0
final_layout:
  syn2layout_area_growth_pct: 51.6
  logic_area_um2: 0
  fin_cells: 206
  layout-drive-gt1-share: 0.370
  comb_cells: 0
job:
  warnings: 32
  drv_cap: 0
route:
  vias: 886
  drc: 0
  wirelength_mm: 2.83
  dr.pass1.iters: 2
  ant_nets: 0
  dr.first_iter.drc_count: 17
  via_per_inst: 4.30
  diodes: 0
  wl_per_cell_um: 13.7
die:
  coreArea_um2: 3080
  die_h_um: 59.2
  die_x_um: 59.2
  io_pins: 102
  die_area_um2: 3500
  rows: 20
  initial_core_util: 0.531
clock_tree:
  cts_buffer_depth: 2
  cts_tree: "done"
  cts-buffers-inserted: 9
  htree_levels: 3
  clk_pin_slew_ns: 0.09
  cts_root_buffer: "clkbuf_4"
placement:
  place_inst: 181
  io_buffers: 68
  hpwl_mm: 1.94
  gp_congestion: 0.659
worst_hold_path:
  hp-start: "bidir[0]"
  hp-class: "primary input to flip-flop"
  hold-path-endpoint: "io.reg_out.out[0]"
  hold_depth: 0
-- cells by family after synthesis --
logic type | count (synthesis)
DFF | 65
buffers and inverters | 2
-- metrics by stage --
stage                util  instance area [um2]  setup WS, ns  setup TNS [ns]
floorplan               -                 1640         0.114               0
global placement    0.784                 2410        0.0351               0
detailed placement  0.784                 2410      0.000639               0
CTS                 0.795                 2450        -0.114           -2.93
global route        0.805                 2480        -0.132           -3.55
finish              0.805                 2480       -0.0676           -1.17
-- per-layer routing --
layer	track usage	vias to the layer above	wire length, um
met5	0	-	0
met4	0.0238	0	13
met3	0.111	2	366
met2	0.242	64	1300
met1	0.282	431	1150
li1	-	389	-
-- flip-flops by register name (all words and copies together), names as in the netlist --
name              cells
bidir                32
io.reg_out.out       32
io.OEConfig.temp      1
-- power groups by stage --
stage	logic (mW)	registers, mW	clock network [mW]
4_1_cts	0.279	2.80	1.81
5_1_grt	0.316	2.81	1.90
6_report	0.284	2.80	1.72
-- worst max-delay path by stage --
| stage | startpoint | endpoint | slack (ns) | depth (start not counted) |
|---|---|---|---|---|
| 6_report | io.reg_out.out[15] | out[15] | -0.07 | 1 |
| 5_1_grt | io.reg_out.out[31] | out[31] | -0.13 | 1 |
| 4_1_cts | io.reg_out.out[15] | out[15] | -0.11 | 1 |
-- cell type report --
class	instances	area, um2
timing repair buffer	80	636
tap	44	55.1
clock inverter	3	40.0
clock buffer	12	109
fill	165	601
inverter	2	11.3
sequential	65	1630
-- layout by cell type (no fill, tap or decap), drive strengths merged --
| cell | count |
|---|---|
| buf | 44 |
| bufinv | 1 |
| clkbuf | 12 |
| clkdlybuf4s50 | 36 |
| clkinv | 2 |
| clkinvlp | 1 |
| dfrtp | 65 |
| inv | 1 |
-- repair_timing --
item / 4_1_cts / 5_1_grt
buffers inserted: 6 / 4
setup endpoints to repair: 48 / 55
resized: 96 / 0
hold endpoints to repair: 26 / 28
Power is estimated from default activity; no workload was simulated.
